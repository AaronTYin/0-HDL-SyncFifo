**./run.sh**
```bash
#!/bin/bash
# OpenROAD 26Q1-2900-gdf79404cd8, Yosys 0.63+post, stock flow scripts
make -C /OpenROAD-flow-scripts/flow DESIGN_CONFIG=/design/flow/config.mk WORK_HOME=/design/flow/orfs finish
```
**./config.mk**
```make
export PLATFORM = sky130hd
export DESIGN_NAME = sync_fifo
export DESIGN_NICKNAME = sync_fifo
export VERILOG_FILES = /design/flow/design.v
export SDC_FILE = /design/flow/constraint.sdc
export NUM_CORES = 4
export LEC_CHECK = 1
export CORE_UTILIZATION = 40
```
**./constraint.sdc**
```tcl
current_design sync_fifo

set clk_period 4.0
set clk_io_pct 0.2

create_clock -name clk0 -period $clk_period [get_ports {clk}]

set non_clock_inputs [all_inputs -no_clocks]
set_input_delay [expr $clk_period * $clk_io_pct] -clock clk0 $non_clock_inputs
set_output_delay [expr $clk_period * $clk_io_pct] -clock clk0 [all_outputs]
```
**./design.v**
```verilog
module ram(input clk,
			  input rst,
			  input wr_en,
			  input rd_en,
			  input [3:0]wr_addr,
			  input [3:0]rd_addr,
			  input full,
			  input empty,
			  input [7:0]data_in,
			  output reg[7:0]data_out);
  reg [7:0]ram[0:16];
always @(posedge clk or negedge rst)
begin
	if(!rst)
	begin
		data_out<=0;
	end
	else
	begin
		if(rd_en==1 && empty==0)
			data_out<=ram[rd_addr];
	end
end
always @(posedge clk)
begin
	if(wr_en==1 && full==0)
	begin
		ram[wr_addr]<=data_in;
	end
end
endmodule
module wr_addr_gen(input clk, 
                   input rst, 
                   input wr_en, 
                   input full, 
                   output reg [3:0]wr_addr); 
always @(posedge clk or negedge rst) 
begin 
	if(!rst) 
	begin 
		wr_addr<=0; 
	end 
	else if(full==0 && wr_en==1) 
	begin 
		wr_addr<=wr_addr+1;
	end 
	else 
	begin 
		wr_addr<=0;
	end 
end         
endmodule
module rd_addr_gen(input clk,
                   input rst,
                   input rd_en,
                   input empty,
                   output reg[3:0]rd_addr);
always @(posedge clk or negedge rst)
begin
	if(!rst)
	begin
		rd_addr<=0;
	end  
	else
	begin
		if(empty==0&&rd_en==1)
		begin
			rd_addr<=rd_addr+1;
		end
	end
end
endmodule
module flag_gen(input clk,
					 input rst,
					 input wr_en,
					 input rd_en,
					 output reg full,
					 output reg empty);
reg [4:0]count; 
always @(posedge clk or negedge rst)
begin
	if(!rst)
	begin
		count=0;
	end
	else
	begin
		case({wr_en,rd_en})
		2'b00:count<=count;
		2'b01:if(count!=5'b00000)
			count <= count-1;
		2'b10:if(count!=5'b01111)
			count <= count+1;
		2'b11:count<=count;
		endcase      
	end
end
always @(count)
begin
	if(count==5'b10000)
		full<=1;
	else
		full<=0;
end
always @(count)
begin
	if(count==5'b00000)
		empty<=1;
	else
		empty<=0;
end
endmodule
module sync_fifo(input clk,
					input rst,
					output [7:0]data_out,
					output full,
					output empty,
					output reg  [4:0]time_cnt);
wire wr_en;
wire rd_en;
wire [3:0]rd_addr;
wire [3:0]wr_addr;
reg [7:0]data_in;
ram ram_top(.clk(clk),
				.rst(rst),
				.wr_en(wr_en),
				.rd_en(rd_en),
				.wr_addr(wr_addr),
				.rd_addr(rd_addr),
				.data_in(data_in),
				.full(full),
				.empty(empty),
				.data_out(data_out));
rd_addr_gen rd_addr_gen_top(.clk(clk),
									.rst(rst),
									.rd_en(rd_en),
									.empty(empty),
									.rd_addr(rd_addr));
wr_addr_gen wr_addr_gen_top(.clk(clk),
									.rst(rst),
									.wr_en(wr_en),
									.full(full),
									.wr_addr(wr_addr));
flag_gen flag_gen_top(.clk(clk),
							.rst(rst),
							.wr_en(wr_en),
							.rd_en(rd_en),
							.full(full),
							.empty(empty));
always @(posedge clk or negedge rst)
begin
   if (rst == 1'b0)
      data_in <= 8'd0;
   else if (data_in == 8'd15)
      data_in <= 8'd0;
	else if (data_in >= 8'd0 && data_in < 8'd15)
      data_in <= data_in + 8'd1;
end
always @(posedge clk or negedge rst)
begin 
	if (!rst)
	      time_cnt <=5'b0;
			else if (data_in == 5'd31)
			time_cnt <=5'b0;
			else if (data_in >= 5'd0 && data_in < 5'd31)
			time_cnt <= time_cnt + 5'd1;
	end
assign wr_en = (time_cnt >= 1'b0 && time_cnt <= 5'd15) ? 1'b1:1'b0;
assign rd_en = (time_cnt >= 5'd16 && time_cnt <= 5'd31) ? 1'b1:1'b0;
endmodule
```
==> impl_metrics.toml <==
# implementation run metrics
[yosys]
ys_warn_count = 5
yosys.stat.chipArea_um2 = 6614
postSynthRegisterBits = 162
ys_top_cells_by_area = "sky130_fd_sc_hd__edfxtp_1 (58%), sky130_fd_sc_hd__dfrtp_1 (13%), sky130_fd_sc_hd__mux4_2 (11%)"
postSynth.topFlopCell = "sky130_fd_sc_hd__edfxtp_1"
synth.cells.most_frequent = "sky130_fd_sc_hd__edfxtp_1 (128), sky130_fd_sc_hd__dfrtp_1 (34), sky130_fd_sc_hd__mux4_2 (32)"
yosys.area.top_type_share_pct = 58.12
total_standard_cell_area_after_synthesis_um2 = 6614
synthCells = 372
number_of_enable_type_register_cells_in_the_synthesized_netlist = 128
top_cell = "sky130_fd_sc_hd__edfxtp_1"
ys_cells = 372
postSynthAreaPerCell_um2 = 17.78
synth_cell_type_count = 40
yosys.area.top_type = "sky130_fd_sc_hd__edfxtp_1"
asyncSetResetFlopFracSynth_pct = 20.99
synth_seq_share_pct = 70.98

[critical_path]
timing.reg2reg.worst_path_depth = 12
critical_path.max_stage_delay_ps = 440
worstSetupEndpoint = "flag_gen_top.count[3]"
crit_path_start = "time_cnt[0]"
critical_path.cell_chain = "ha_1 -> and3_1 -> ha_1 -> nand2b_1 -> o21ai_0 -> ha_1 -> inv_1 -> ha_1 -> a21o_1 -> a21oi_1 -> xnor2_1 -> mux2_2"
critical_path_arrival_ps = 3260
worstPathMaxFanout = 7
worst_path_most_repeated_cell = "sky130_fd_sc_hd__ha_1"
critical_path.startpoint_type = "flip-flop"
timing.critical_path.slowest_stage_cell = "sky130_fd_sc_hd__dfrtp_1"
top_cell_family_by_delay_on_the_critical_path = "adder cells"
critical_path.reg2reg.startpoint = "time_cnt[0]"
worst_path_buf_inv = 1
worstReg2RegEnd = "flag_gen_top.count[3]"
worstSetupPathDepth = 12
reg2reg_setup_slack_ps = 1030
worst_ep_required_time_ps = 4300
critical_path.endpoint_type = "flip-flop"
critical_path_class = "flip-flop to flip-flop"

[flow_run]
openroad.warnings = 32
max-cap-violations = 0

[global_routing]
largest_net_degree_at_the_start_of_global_routing = 35
grt_pass1_wl_um = 19790
number_of_global_route_vias_before_repair = 3568
overflow = 0
antenna_found_initial = 0
grt_usage_pct = 17.43

[final_layout]
fin_area_um2 = 7538
area_growth_pct = 13.98
final_layout_size_suffix_gt1_share_pct = 18.83
num-fill-cells = 1346

[power_and_ir_drop]
switching_share_pct = 18.90
power.share.sequential_pct = 55.2
switchingPower_w = 0.0006148
comb_power_share_pct = 0.3
clock_power_share_pct = 44.5
power_density_nw_per_um2 = 431.6
worst_ir_drop_vdd_v = 0.0002706
leakage_nw = 2.515
cell_internal_power_dissipation_w = 0.002639

[die]
boundaryPins = 17
core_region_area_um2 = 16000
std_cell_rows = 46
chip_area_um2 = 17050
dieHeight_um = 130.6
dieWidth_um = 130.6
fp_util_pct = 41.34

[clocking]
clock_buffers_created_by_tritoncts = 17
post-cts-setup-buffer-count = 0
tritoncts = "yes"
cts.hold.buffers_added = 0
ctsRootBufferMaster = "sky130_fd_sc_hd__clkbuf_16"
cts_resized = 0
clkLatencyLatePin_ps = 410
cts.sink_count = 162
cts_max_path_buffers = 2
clk_transition_reported_paths_ps = 60
cts_htree_levels = 4

[drt]
first_pass_iters = 4
route.detailed.vias_per_inst = 5.302
antennaDiodeCount = 0
total_vias_in_the_final_route = 3314
routed_wirelength_um = 12390
post-route-drc-count = 0
drt_iter0_drc = 182
route.detailed.wl_per_inst_um = 19.82
drt.antenna.violating_nets = 0

[placement]
io_buffers = 16
gp_congestion = 0.8413
placement.setup.worst_slack_ps = 1091
postPlaceCellArea_um2 = 7012
place.detailed.hpwl_um = 7637

[sta]
finalCriticalPeriod_ps = 2965
finalHoldViolations = 0
fin_tns_setup_ps = 0
drv_slew = 0
period_used_pct = 74.13
timing.clock.skew_ps = 5.792
timing.slew.headroom_pct = 43.45
fin_ws_ps = 1035
maxClockFrequency_mhz = 337.3
worst_pin_slew_ps = 845.1
setup-violations-final = 0
setup_repair_after_global_routing_missed_its_margin = "no"

[run_status]
status = "completed"

[min_path]
holdCritPathClass = "input pin to async pin"
==> flip-flops by register name (all words and copies together), names as in the netlist <==
signal and flops:
ram_top.data_out 8, wr_addr_gen_top.wr_addr 4, time_cnt 5, flag_gen_top.count 5, data_in 8, ram_top.ram 128
rd_addr_gen_top.rd_addr 4
==> cells in the final DEF, fill, tap and decap left out, types with 3 or more instances in the layout <==
cell type / netlist / routed
sky130_fd_sc_hd__edfxtp_1: 128 / 128
sky130_fd_sc_hd__dfrtp_1: 34 / 33
sky130_fd_sc_hd__mux4_2: 32 / 32
sky130_fd_sc_hd__nor2_1: 21 / 21
sky130_fd_sc_hd__nand2_1: 21 / 21
sky130_fd_sc_hd__clkbuf_16: 0 / 17
sky130_fd_sc_hd__mux2i_1: 16 / 16
sky130_fd_sc_hd__ha_1: 15 / 15
sky130_fd_sc_hd__clkdlybuf4s50_1: 0 / 15
sky130_fd_sc_hd__inv_1: 10 / 10
sky130_fd_sc_hd__o21ai_0: 9 / 9
sky130_fd_sc_hd__o221ai_1: 9 / 9
sky130_fd_sc_hd__buf_4: 2 / 8
sky130_fd_sc_hd__a21oi_1: 7 / 7
sky130_fd_sc_hd__nand3_1: 6 / 6
sky130_fd_sc_hd__xnor2_1: 5 / 5
sky130_fd_sc_hd__nor3_1: 5 / 5
sky130_fd_sc_hd__mux2_2: 5 / 5
sky130_fd_sc_hd__clkinv_2: 0 / 5
sky130_fd_sc_hd__nand2b_1: 4 / 4
sky130_fd_sc_hd__xor2_1: 3 / 3
sky130_fd_sc_hd__nand4_1: 3 / 3
sky130_fd_sc_hd__clkinvlp_4: 0 / 3
==> worst min-delay path by stage <==
stage	slack (ps)	to	from
CTS	430	data_in[1]	rst
global route	460	data_in[2]	rst
finish	430	data_in[1]	rst
==> kinds of logic (layout without fill, tap and decap cells) <==
logic type | Yosys count | count (layout) | synth area share [%]
simple gates | 72 | 72 | 5.146
buf+inv | 28 | 65 | 1.911
fa+ha+maj | 16 | 16 | 3.140
flops | 162 | 162 | 70.98
xor+xnor | 8 | 8 | 1.059
compound gates | 33 | 33 | 3.595
mux | 53 | 53 | 14.17
==> final cells by class <==
class,instances,area [um^2],area share [%]
repair buffers,24,215.2,2.855
clock buffers,19,432.9,5.743
clock inverters,12,93.84,1.245
multi-input cells,182,1793,23.78
well taps,216,270.3,3.585
inverters,10,37.54,0.4979
flip-flops and latches,162,4696,62.29
==> power groups by stage <==
stage	clock, W	combinational (W)	sequential [W]
4_1_cts	0.00148	0.00000896	0.00180
5_1_grt	0.00155	0.0000102	0.00180
6_report	0.00145	0.00000822	0.00180
==> worst register-to-register path, delay by kind of cell (launching register included) <==
family,cells,cell delay (ps)
buf+inv,1,110
flops,1,440
fa+ha+maj,4,920
compound gates,3,650
simple gates,2,380
xor+xnor,1,90
mux,1,260
==> routing by layer <==
layer | track usage (%) | wire length [um]
met1 | 26.40 | 5127
met2 | 23.81 | 5655
met3 | 11.24 | 1466
met4 | 2.028 | 136
met5 | 0 | 0
==> metrics by stage <==
| step | total power, W | cells | hold WS, ps | utilization, % |
|---|---|---|---|---|
| 2_1_floorplan | 0.001831 | 372 | 431.5 | - |
| 3_3_place_gp | 0.001840 | 594 | 478.6 | 43.82 |
| 3_5_place_dp | 0.001840 | 594 | 481.5 | 43.82 |
| 4_1_cts | 0.003284 | 625 | 430.6 | 47.11 |
| 5_1_grt | 0.003356 | 625 | 458.8 | 47.11 |
| 6_report | 0.003254 | 625 | 426.8 | 47.11 |
Power and IR drop assume default switching activity.
